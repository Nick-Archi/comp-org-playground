File: /design/flow/config.mk
export PLATFORM = sky130hd
export DESIGN_NAME = myNBitALU
export DESIGN_NICKNAME = myNBitALU
export VERILOG_FILES = /design/flow/design.v
export SDC_FILE = /design/flow/constraint.sdc
export NUM_CORES = 4
export LEC_CHECK = 1
export CORE_UTILIZATION = 50
File: /design/flow/constraint.sdc
current_design myNBitALU

set clk_period 15.2
set clk_io_pct 0.2

create_clock -name clk0 -period $clk_period

set non_clock_inputs [all_inputs -no_clocks]
set_input_delay [expr $clk_period * $clk_io_pct] -clock clk0 $non_clock_inputs
set_output_delay [expr $clk_period * $clk_io_pct] -clock clk0 [all_outputs]
File: /design/flow/design.v
module myAND(in1, in2, out1);
	input in1, in2;
	output out1;
	reg out1;
	always@(in1, in2) begin
		if(in1 == 0) begin
			out1 = 0;
		end
		else begin
			if(in2 == 0) begin
				out1 = 0;
			end
			else begin
				out1 = 1;
			end
		end
	end
endmodule
module myINV(in1, out1);
	input in1;
	output out1;
	reg out1;
	always@(in1) begin
		if(in1) begin
			out1 = 0;
		end
		else begin
			out1 = 1;
		end
	end
endmodule
module myOR(in1, in2, out1);
	input in1, in2;
	output out1;
	reg out1;
	always@(in1, in2) begin
		if(in1 == 0) begin
			if(in2 == 0) begin
				out1 = 0;
			end
			else begin
				out1 = 1;
			end
		end
		else begin
			out1 = 1;
		end
	end
endmodule
module my1BitALUv2(in1, in2, carryIn, ainvert, binvert, op, carryOut, result);
	input in1, in2, carryIn, ainvert, binvert;
	input [1:0]op;
	output carryOut, result;
	reg carryOut, result;
	wire out1, out2, out3, out4;
	reg nIn1, nIn2;
	wire out5, out6;
	myAND And1(nIn1, nIn2, out1);
	myOR Or1(nIn1, nIn2, out2);
	my1BitAdder _1BitAdder(nIn1, nIn2, carryIn, out3, out4);
	myINV Inv1(in1, out5);
	myINV Inv2(in2, out6);
	always@(*) begin
		result = 0;
		carryOut = 0;
		nIn1 = in1;
		nIn2 = in2;
		if(ainvert) begin
			nIn1 = out5;
		end
		if(binvert) begin
			nIn2 = out6;
		end
		case(op)
			2'b00: begin
				result = out1;
			end
			2'b01: begin
				result = out2;
			end
			2'b10: begin
				result = out3;
				carryOut = out4;
			end
			default: begin
				result = 0;
			end
		endcase
	end
endmodule
module my1BitAdder(in1, in2, carryIn, sum, carryOut);
	input in1, in2, carryIn;
	output carryOut, sum;
	wire out1, out2, out3, out4;
	myAND 	And1(in1, in2, out1);
	myAND 	And2(in1, carryIn, out2);
	myAND 	And3(in2, carryIn, out3);
	myOR 	Or1(out1, out2, out4);
	myOR	Or2(out3, out4, carryOut);
	wire out5, out6, out7, out8, out9;
	wire out10, out11, out12, out13, out14, out15;
	myINV 	Inv1(in1, out5);
	myINV 	Inv2(in2, out6);
	myINV	Inv3(carryIn, out7);
	myAND 	And4(in1, out6, out8);
	myAND	And5(out8, out7, out9);
	myAND 	And6(out5, in2, out10);
	myAND	And7(out10, out7, out11);
	myAND	And8(out5, out6, out12);
	myAND	And9(out12, carryIn, out13);
	myAND	And10(in1, in2, out14);
	myAND	And11(out14, carryIn, out15);
	wire out16, out17;
	myOR	Or3(out9, out11, out16);
	myOR	Or4(out13, out15, out17);
	myOR	Or5(out16, out17, sum);
endmodule
module myNBitALU #(parameter WIDTH = 32) 
(
	in1, 
	in2, 
	carryIn, 
	invert1, 
	invert2, 
	op, 
	carryOut, 
	result
);
	input[WIDTH-1:0] in1, in2;
	input carryIn, invert1, invert2;
	input[1:0] op;
	output carryOut;
	output [WIDTH-1:0] result;
	wire[WIDTH:0] carry;  
	generate
		for(genvar i = 0; i < WIDTH; i = i + 1) begin : ALU
			my1BitALUv2 alu
			(
				.in1 (in1[i]),
				.in2 (in2[i]),
				.carryIn (carry[i]),  
				.ainvert (invert1),
				.binvert (invert2),
				.op (op),  
				.carryOut (carry[i+1]),  
				.result (result[i])
			);
		end
	endgenerate
	assign carry[0] = carryIn;  
	assign carryOut = carry[WIDTH];  
endmodule
File: /design/flow/run.sh
#!/bin/bash
# OpenROAD 26Q1-2900-gdf79404cd8, Yosys 0.63+post, stock flow scripts
make -C /OpenROAD-flow-scripts/flow DESIGN_CONFIG=/design/flow/config.mk WORK_HOME=/design/flow/orfs finish
==> results.json <==
{
  "slew_headroom_pct": 61.05,
  "drt_iter0_drc": 45,
  "status": "finished, violations left",
  "port_buffers": 102,
  "layout_top_cells": "clkdlybuf4s50_1 (78), xnor2_1 (43), buf_4 (36), fa_2 (32)",
  "layout_top_cell": "clkdlybuf4s50_1",
  "fin_area_mm2": 0.003770,
  "drcViolationCount": 0,
  "fin_util_pct": 73.34,
  "chipHeight_um": 75.27,
  "use_met1_pct": 26.45,
  "core-area_mm2": 0.005140,
  "chipArea_mm2": 0.005665,
  "critPathRequiredTime_ns": 12.16,
  "viasPerCell": 4.928,
  "fmax_mhz": 40.50,
  "track_usage_pct": 20.20,
  "seq_area_um2": 0,
  "slowest_delay_ns": 0.54,
  "dpl.cell_count": 401,
  "grt_use_met3_pct": 2.442,
  "drive_above_1_share_pct": 61.26,
  "synth.distinct_cells": 18,
  "place.gp.congestion": 0.7564,
  "top_usage_layer": "met2",
  "ys_seq_share_pct": 0,
  "path_common_cell": "fa_2",
  "tns_ns": -95.32,
  "flops": 0,
  "grt_max_degree": 47,
  "routed_wl_um": 5446,
  "antenna_found_initial": 0,
  "nClkBuffers": 0,
  "worstMarginPinSlew_ns": 0.5843,
  "maxCapViolCount": 0,
  "final.min_clock_period_ns": 24.69,
  "diodes": 0,
  "critPathKind": "input pin to output port",
  "endpoint_kind": "output port",
  "hold_buffers": 0,
  "fin_cells": 403,
  "startpoint_type": "input pin",
  "wl_per_cell_um": 13.51,
  "syn_inst": 248,
  "die_w_um": 75.27,
  "grt-ovfl-total": 0,
  "io-pin-count": 102,
  "drv_slew": 0,
  "warnings": 37,
  "violations": "setup timing",
  "rsz0062_at_grt": "true",
  "yosysWarnings": 4,
  "power.leakage_nw": 1.324,
  "total_power_mw": 0.1511,
  "grt_pass1_vias": 1975,
  "ant_nets": 0,
  "synth_area_mm2": 0.002684,
  "critPathArrivalTime_ns": 21.65,
  "area_growth_pct": 40.47,
  "post-route-period-util_pct": 162.5,
  "path_max_fanout": 2,
  "dpl.hpwl_um": 4055,
  "core_util_floorplan_pct": 52.22,
  "drtPass1Iterations": 4,
  "ir_drop_uv": 21.13,
  "ys_area_mm2": 0.002684,
  "slowest_stage": "fa_2",
  "grt_pass1_wl_um": 8631,
  "num_rows": 26,
  "holdCritPathClass": "input pin to output port",
  "hold_depth": 5,
  "p_per_area_mw_per_mm2": 40.07,
  "place_area_mm2": 0.003819,
  "yosys-stat-cells": 248,
  "avgSynthCellArea_um2": 10.82,
  "vias": 1986,
  "fin_ws_ns": -9.493,
  "finalSetupViolations": 18,
  "gr-usage-met2_pct": 38.74,
  "finalHoldViolations": 0
}
==> layer usage <==
layer / vias to the layer above / wire, µm
li1: 958 / -
met5: - / 0
met2: 53 / 2850
met1: 975 / 2320
met4: 0 / 0
met3: 0 / 275
==> what timing repair did <==
item | CTS | global route
buffers inserted | 0 | 2
setup endpoints to repair | 20 | 19
pin swaps | 12 | 13
gates resized | 71 | 7
==> per-stage QoR <==
| stage | setup WS [ns] | hold WS [ns] |
|---|---|---|
| 2_1_floorplan | -9.333 | 6.373 |
| 3_3_place_gp | -10.34 | 7.007 |
| 3_5_place_dp | -10.36 | 7.000 |
| 4_1_cts | -9.647 | 6.728 |
| 5_1_grt | -9.950 | 6.692 |
| 6_report | -9.493 | 6.662 |
==> cell usage after synthesis (all sizes together) <==
| cell | instances | area [µm²] |
|---|---|---|
| o22ai | 32 | 362.9 |
| or2 | 31 | 193.9 |
| nor2 | 1 | 3.750 |
| xnor2 | 64 | 710.7 |
| nand2 | 1 | 3.750 |
| inv | 1 | 3.750 |
| clkbuf | 9 | 33.78 |
| clkinv | 1 | 3.750 |
| maj3 | 32 | 359.1 |
| buf | 44 | 367.9 |
| fa | 32 | 640.6 |
==> where the power goes <==
| group | internal (mW) | switching [mW] |
|---|---|---|
| clock network | 0 | 0 |
| registers | 0 | 0 |
| logic | 0.0922 | 0.0588 |
| total | 0.0922 | 0.0588 |
==> final timing paths <==
kind    from         end  slack [ns]
max   in1[0]  result[31]       -9.49
min    op[1]    carryOut        6.66
==> layout make-up <==
type | count | area, µm²
multi-input combinational | 193 | 2476
fill | 395 | 1370
timing repair buffer | 138 | 1199
tap | 70 | 87.58
inverter | 2 | 7.507
==> worst max-delay path: cells and delay by family <==
family,cells,cell delay (ns)
and+or+nand+nor,31,7.30
AOI/OAI and AO/OA,1,0.07
xor gates and xnor gates,1,0.14
adders and majority gates,32,10.86
buffers and inverters,2,0.24
==> kinds of logic after synthesis <==
kind of cell               Yosys count  synth area share, %
AOI/OAI and AO/OA                   32                13.52
xor gates and xnor gates            64                26.48
adders and majority gates           64                37.25
and+or+nand+nor                     33                7.506
buffers and inverters               55                15.24
Power is estimated from default activity; no workload was simulated.
