**/design/flow/design.v**
```verilog
module myRegFile #(parameter WIDTH = 32, parameter NUMOFREGS = 32)
(
	clk,
	regWrite,	 
	rreg1, 		 
	rreg2, 		 
	wreg, 		 
	wdata,		 
	rdata1, 	 
	rdata2		 
);
	input[$clog2(NUMOFREGS)-1:0] rreg1, rreg2, wreg;
	input[WIDTH-1:0] wdata;
	input clk, regWrite;
	output reg[WIDTH-1:0] rdata1, rdata2;
	reg[WIDTH-1:0] mem[0:(NUMOFREGS-1)];
	always@(*) begin
		if(rreg1 == 0) begin
			rdata1 = 0;
		end
		else begin
			rdata1 = mem[rreg1];
		end
		if(rreg2 == 0) begin
			rdata2 = 0;
		end
		else begin
			rdata2 = mem[rreg2];
		end
	end
	always@(posedge clk) begin
		mem[0] <= 0;
		if(regWrite && (wreg != 0)) begin
			mem[wreg] <= wdata;
		end
	end
endmodule
```
**/design/flow/run.sh**
```bash
#!/bin/bash
# OpenROAD 26Q1-2900-gdf79404cd8, Yosys 0.63+post, stock flow scripts
make -C /OpenROAD-flow-scripts/flow DESIGN_CONFIG=/design/flow/config.mk WORK_HOME=/design/flow/orfs finish
```
**/design/flow/config.mk**
```make
export PLATFORM = sky130hd
export DESIGN_NAME = myRegFile
export DESIGN_NICKNAME = myRegFile
export VERILOG_FILES = /design/flow/design.v
export SDC_FILE = /design/flow/constraint.sdc
export NUM_CORES = 4
export LEC_CHECK = 1
export CORE_UTILIZATION = 30
```
**/design/flow/constraint.sdc**
```tcl
current_design myRegFile

set clk_period 9.9
set clk_io_pct 0.2

create_clock -name clk0 -period $clk_period [get_ports {clk}]

set non_clock_inputs [all_inputs -no_clocks]
set_input_delay [expr $clk_period * $clk_io_pct] -clock clk0 $non_clock_inputs
set_output_delay [expr $clk_period * $clk_io_pct] -clock clk0 [all_outputs]
```
==> impl_metrics.tcl <==
# flow metrics
set metrics [dict create \
    drtIter0Drc 1524 \
    top_layer_used "met5" \
    grt_overflow 0 \
    grt_pass1_wl_um 202800 \
    grt_pass1_vias 28740 \
    ys_chip_area_um2 46700 \
    hp-class "primary input to flop" \
    final_util_pct 35.34 \
    ant_nets 0 \
    cts_tree "yes" \
    power.switching_mw 2.225 \
    cts.path.max_buffers 3 \
    top_cell "edfxtp_1" \
    clock_sinks 1024 \
    dpl_worst_slack_ns 1.903 \
    whs_path_depth 2 \
    hold_viol 0 \
    place_hpwl_um 87200 \
    flop_cell "edfxtp_1" \
    setup_viol 0 \
    critical_path.max_stage_delay_ns 0.97 \
    cp-end-kind "output pin" \
    critical_path_required_ns 7.92 \
    rsz0062_at_grt "no" \
    path_class "primary input to output pin" \
    seq_power_share_pct 49.9 \
    clk_pin_slew_ns 0.06 \
    mi_logic_area_um2 15630 \
    die_y_um 396.5 \
    drc 0 \
    first_pass_iters 24 \
    max_freq_ghz 0.1236 \
    yosys_cells 2367 \
    cp_num_buf_inv 5 \
    worstMarginPinSlew_ns 1.167 \
    vias_per_cell 5.486 \
    seq_area_um2 30430 \
    critical_path_depth 9 \
    path_cells "buf_4 > buf_4 > or3_2 > buf_4 > o22ai_1 > a2111oi_0 > nor3_1 > buf_4 > clkdlybuf4s50_1" \
    cts-resized-gates 0 \
    cts-root-buf "clkbuf_16" \
    yosysWarnings 1 \
    area_growth_pct 16.71 \
    critical_path.top_delay_family "buffers and inverters" \
    slew_viol_final 0 \
    avgSynthCellArea_um2 19.73 \
    postCtsSetupBuffers 0 \
    dieWidth_um 396.5 \
    yosysTopAreaCellShare_pct 63.79 \
    power_per_cell_area_nw_per_um2 177.7 \
    clockPowerShare_pct 40.9 \
    largest_register_ffs 1024 \
    n_fill_cell 14160 \
    layout_setup_ws_ns 1.808 \
    worst-endpoint-arrival_ns 6.11 \
    finalCriticalPeriod_ns 8.092 \
    met1Wirelength_um 44340 \
    routabilityCongestion 0.8880 \
    yosysTopAreaCell "edfxtp_1" \
    drive_gt1_share_pct 30.98 \
    synth-edff-count 992 \
    synthesis.area_um2 46700 \
    p_leak_nw 17.41 \
    ctsHtreeMaxLevel 3 \
    initial_core_util_pct 30.28 \
    wirelength_um 142800 \
    critPathMaxFanout 32 \
    grt_max_degree 91 \
    ios 113 \
    p_sw_share_pct 22.97 \
    reg_top3 "mem: 1024 flops" \
    antenna_found_initial 15 \
    synth_seq_share_pct 65.16 \
    cts_buffers 101 \
    synthArstFlopShare_pct 0 \
    openroad.warnings 26 \
    hold_ws_ns 2.094 \
    internal-power_mw 7.460 \
    power_frac_comb_pct 9.2 \
    ys_types 39 \
    yosys-top-cells-area "edfxtp_1 64%, mux4_2 20%, mux2i_1 4.6%, dfxtp_1 1.4%, a22o_1 1.3%" \
    top_register "mem" \
    slew_headroom_pct 21.74 \
    start_kind "primary input" \
    wl_per_cell_um 30.40 \
    crit_path_top_delay_cell "a2111oi_0" \
    ys.flops 1024 \
    cap_violations 0 \
    rows 144 \
    io_buffers 112 \
    outcome "completed" \
    vias 25780 \
    wl_met2_um 66130 \
    hold_buffers 0 \
    crit_top_cell "buf_4" \
    finalClockPeriodUsage_pct 81.74 \
    common_cells "992 x edfxtp_1, 423 x mux4_2, 216 x mux2i_1" \
    peakVddDrop_uv 145.8 \
    netlist_instances 2367 \
    dieArea_um2 157200 \
    wl_met3_um 27350 \
    core_area_um2 154200 \
    grt_usage_pct 19.50 \
    tns_ns 0 \
]
[layout by cell type, fill, tap and decap left out, types with 3 or more instances in the layout]
cell type and instances:
edfxtp_1 992, mux4_2 423, mux2i_1 216, buf_4 142, clkdlybuf4s50_1 105, clkbuf_16 101
a22o_1 68, o22ai_1 58, a211oi_1 43, nor2_4 33, nor3_1 32, dfxtp_1 32
conb_1 32, o221ai_1 31, inv_1 27, nor2_1 27, mux2_2 26, a221oi_1 26
a21oi_1 25, a211o_1 25, clkbuf_1 22, clkinv_2 21, nor2b_1 13, a2111oi_2 12
bufinv_16 12, clkinv_1 12, a2111oi_0 10, a2111oi_1 10, buf_12 8, nand3b_1 7
nor4_1 6, clkbuf_8 6, clkinvlp_4 6, or3b_2 5, inv_16 5, clkinv_4 4
buf_8 4, nor2b_4 3, nand3_1 3
[power groups by stage]
| stage | combinational [mW] | clock [mW] | sequential, mW |
|---|---|---|---|
| after CTS | 0.898 | 4.02 | 4.83 |
| after global routing | 0.952 | 4.17 | 4.83 |
| final | 0.895 | 3.96 | 4.83 |
[cell type report]
cell class,instances,area share (%)
Clock buffer,129,4.940
Clock inverter,63,1.354
Sequential cell,1024,55.83
Inverter,27,0.1860
Timing Repair Buffer,260,4.309
Antenna cell,2,0.009183
Multi-Input combinational cell,1150,28.68
Tap cell,2044,4.692
[cells by family after synthesis]
logic type	count (synthesis)	synth area share [%]
and+or+nand+nor	143	1.549
DFF	1024	65.16
buffers and inverters	224	2.302
muxes	665	25.66
other	1	0.008030
AOI/OAI and AO/OA	310	5.324
[worst paths after layout]
path	startpoint	end	slack [ns]
max	rreg1[1]	rdata1[1]	1.81
min	wdata[18]	mem[1][18]	2.09
[routing by layer]
metal | global-route usage, % | vias up
met5 | 3.048 | -
met3 | 17.31 | 257
met4 | 4.709 | 36
met1 | 20.16 | 13070
met2 | 28.89 | 1753
li1 | - | 10670
[through the flow]
stage,area [µm²],power [mW],instances
2_1_floorplan,46810,5.392,2398
3_3_place_gp,51050,5.816,4505
3_5_place_dp,51070,5.818,4505
4_1_cts,54500,9.745,4697
5_1_grt,54500,9.956,4697
6_report,54500,9.686,4699
Power and IR drop assume default switching activity.
