`run.sh`:
```
#!/bin/bash
# OpenROAD 26Q1-2900-gdf79404cd8, Yosys 0.63+post, stock flow scripts
make -C /OpenROAD-flow-scripts/flow DESIGN_CONFIG=/design/flow/config.mk WORK_HOME=/design/flow/orfs finish
```
`config.mk`:
```
export PLATFORM = sky130hd
export DESIGN_NAME = myNBitALUv2
export DESIGN_NICKNAME = myNBitALUv2
export VERILOG_FILES = /design/flow/design.v
export SDC_FILE = /design/flow/constraint.sdc
export NUM_CORES = 4
export LEC_CHECK = 1
export CORE_UTILIZATION = 40
```
`constraint.sdc`:
```
current_design myNBitALUv2

set clk_period 13.3
set clk_io_pct 0.2

create_clock -name clk0 -period $clk_period

set non_clock_inputs [all_inputs -no_clocks]
set_input_delay [expr $clk_period * $clk_io_pct] -clock clk0 $non_clock_inputs
set_output_delay [expr $clk_period * $clk_io_pct] -clock clk0 [all_outputs]
```
`design.v`:
```
module myAND(in1, in2, out1);
	input in1, in2;
	output out1;
	reg out1;
	always@(in1, in2) begin
		if(in1 == 0) begin
			out1 = 0;
		end
		else begin
			if(in2 == 0) begin
				out1 = 0;
			end
			else begin
				out1 = 1;
			end
		end
	end
endmodule
module myINV(in1, out1);
	input in1;
	output out1;
	reg out1;
	always@(in1) begin
		if(in1) begin
			out1 = 0;
		end
		else begin
			out1 = 1;
		end
	end
endmodule
module myOR(in1, in2, out1);
	input in1, in2;
	output out1;
	reg out1;
	always@(in1, in2) begin
		if(in1 == 0) begin
			if(in2 == 0) begin
				out1 = 0;
			end
			else begin
				out1 = 1;
			end
		end
		else begin
			out1 = 1;
		end
	end
endmodule
module my1BitALU_SLT
(
	in1, 
	in2, 
	carryIn, 
	ainvert, 
	binvert, 
	less, 
	op, 
	result, 
	set, 
	overflow
);
	input in1, in2, carryIn, ainvert, binvert, less;
	input [1:0]op;
	output result, set, overflow;
	reg result, set, overflow;
	wire out1, out2, out3, out4;
	reg nIn1, nIn2;
	wire out5, out6;
	myAND And1(nIn1, nIn2, out1);
	myOR Or1(nIn1, nIn2, out2);
	my1BitAdder _1BitAdder(nIn1, nIn2, carryIn, out3, out4);
	myINV Inv1(in1, out5);
	myINV Inv2(in2, out6);
	always@(*) begin
		result = 0;
		set = 0;
		overflow = 0;
		nIn1 = in1;
		nIn2 = in2;
		if(ainvert) begin
			nIn1 = out5;
		end
		if(binvert) begin
			nIn2 = out6;
		end
		case(op)
			2'b00: begin
				result = out1;
			end
			2'b01: begin
				result = out2;
			end
			2'b10: begin
				result = out3;
				if(nIn1 == nIn2) begin  
					if(carryIn != out4) begin  
						overflow = 1;
					end
				end
			end
			2'b11: begin
				set = out3;
				result = less;
			end
			default: begin
				set = 0;
				result = 0;
			end
		endcase
	end
endmodule
module my1BitALUv3
(
	in1, 
	in2, 
	carryIn, 
	ainvert, 
	binvert, 
	less, 
	op, 
	carryOut, 
	result
);
	input in1, in2, carryIn, ainvert, binvert, less;
	input [1:0]op;
	output carryOut, result;
	reg carryOut, result;
	wire out1, out2, out3, out4;
	reg nIn1, nIn2;
	wire out5, out6;
	myAND And1(nIn1, nIn2, out1);
	myOR Or1(nIn1, nIn2, out2);
	my1BitAdder _1BitAdder(nIn1, nIn2, carryIn, out3, out4);
	myINV Inv1(in1, out5);
	myINV Inv2(in2, out6);
	always@(*) begin
		result = 0;
		carryOut = 0;
		nIn1 = in1;
		nIn2 = in2;
		if(ainvert) begin
			nIn1 = out5;
		end
		if(binvert) begin
			nIn2 = out6;
		end
		case(op)
			2'b00: begin
				result = out1;
			end
			2'b01: begin
				result = out2;
			end
			2'b10: begin
				result = out3;
				carryOut = out4;
			end
			2'b11: begin
				result = less;
				carryOut = out4;
			end
			default: begin
				result = 0;
			end
		endcase
	end
endmodule
module my1BitAdder(in1, in2, carryIn, sum, carryOut);
	input in1, in2, carryIn;
	output carryOut, sum;
	wire out1, out2, out3, out4;
	myAND 	And1(in1, in2, out1);
	myAND 	And2(in1, carryIn, out2);
	myAND 	And3(in2, carryIn, out3);
	myOR 	Or1(out1, out2, out4);
	myOR	Or2(out3, out4, carryOut);
	wire out5, out6, out7, out8, out9;
	wire out10, out11, out12, out13, out14, out15;
	myINV 	Inv1(in1, out5);
	myINV 	Inv2(in2, out6);
	myINV	Inv3(carryIn, out7);
	myAND 	And4(in1, out6, out8);
	myAND	And5(out8, out7, out9);
	myAND 	And6(out5, in2, out10);
	myAND	And7(out10, out7, out11);
	myAND	And8(out5, out6, out12);
	myAND	And9(out12, carryIn, out13);
	myAND	And10(in1, in2, out14);
	myAND	And11(out14, carryIn, out15);
	wire out16, out17;
	myOR	Or3(out9, out11, out16);
	myOR	Or4(out13, out15, out17);
	myOR	Or5(out16, out17, sum);
endmodule
module myNBitALUv2 #(parameter WIDTH = 32) 
(
	in1, 
	in2,  
	ainvert, 
	bnegate, 
	op, 
	result,
	overflow,
	zero
);
	input[WIDTH-1:0] in1, in2;
	input ainvert, bnegate;
	input[1:0] op;
	wire set;
	output overflow, zero;
	output [WIDTH-1:0] result;
	wire[WIDTH-1:0] carry;  
	generate
		genvar i;
		for(i = 0; i < WIDTH - 1; i = i + 1) begin : ALU
			my1BitALUv3 alu
			(
				.in1 (in1[i]),
				.in2 (in2[i]),
				.carryIn (carry[i]),  
				.ainvert (ainvert),
				.binvert (bnegate),
				.less (i == 0 ? set : 1'b0),  
				.op (op),  
				.carryOut (carry[i+1]),  
				.result (result[i])
			);
		end
	endgenerate
	my1BitALU_SLT msb_ALU
	(
		.in1 (in1[WIDTH - 1]), 				
		.in2 (in2[WIDTH - 1]), 
		.carryIn (carry[WIDTH - 1]), 
		.ainvert (ainvert), 
		.binvert (bnegate), 
		.less (1'b0),  
		.op (op), 
		.result (result[WIDTH-1]), 
		.set (set), 
		.overflow (overflow)
	);
	assign carry[0] = bnegate;  
	assign zero = (result == 0) ? 1 : 0;  
endmodule
```
==> impl_metrics.tcl <==
# collected from the flow reports
set metrics [dict create \
    status "finished with violations" \
    violations "negative setup slack" \
    area.sequential_sq_um 0 \
    required_ns 10.64 \
    arrival_ns 19.22 \
    drive_gt1_frac 0.3204 \
    most-common-layout-cells "85 x clkdlybuf4s50_1, 46 x xnor2_1, 44 x buf_4" \
    critical_path.top_delay_family "adder cells" \
    ys_warn_count 5 \
    rsz0062_at_grt "yes" \
    synth_chip_area_sq_mm 0.002779 \
    tightest_slew_ns 0.6206 \
    layout_setup_ws_ns -8.575 \
    p_sw_uw 99.23 \
    die_h_um 85.35 \
    max_slew_margin 0.5863 \
    p_comb_frac 1.000 \
    antenna_found_initial 0 \
    grt_max_degree 35 \
    max_stage_delay_ns 0.43 \
    top_area_cell "fa_1" \
    vias 2652 \
    grt_pass1_wl_mm 13.16 \
    post_dp_cell_area_sq_mm 0.004148 \
    ant_nets 0 \
    ys_seq_share 0 \
    ys_top_cells_by_area "fa_1 22%, xnor2_1 15%, buf_4 8.9%" \
    setup_tns_ns -97.07 \
    seqPwrFrac 0 \
    max_freq_ghz 0.04571 \
    lay_top_count "clkdlybuf4s50_1" \
    initial_core_util 0.4113 \
    vdd_drop_max_uv 30.33 \
    worstHoldPathCells 7 \
    grt_pass1_vias 2648 \
    wl_mm 8.068 \
    warning_count 36 \
    post_synth.cell_area_avg_sq_um 8.078 \
    first_iter_violations 79 \
    cp-end-kind "primary output" \
    grt_overflow 0 \
    std_cell_rows 30 \
    worstSetupPathDepth 72 \
    die_x_um 85.35 \
    clkPwrFrac 0 \
    hpwlAfterDp_mm 6.489 \
    core_area_sq_mm 0.006756 \
    ys_cells 344 \
    design.die.area_sq_mm 0.007285 \
    power_uw 232.2 \
    finalCriticalPeriod_ns 21.88 \
    design_area_sq_mm 0.004204 \
    ios 102 \
    wl_per_cell_um 15.61 \
    fill_cells 571 \
    comb_area_sq_mm 0.002720 \
    numPortBuffers 102 \
    internal_power_uw 132.9 \
    swShare 0.4274 \
    n_antenna_cell 0 \
    gp_congestion 0.8748 \
    power.leakage_nw 1.671 \
    grt_use_total 0.2393 \
    pre_cts_ws_ns -9.351 \
    ctsHoldBuffers 0 \
    hold_viol_final 0 \
    final.period_utilization 1.645 \
    critical_path_buf_inv_count 2 \
    dr.pass1.iters 4 \
    seq_cells 0 \
    synth_cell_type_count 42 \
    synth_area_sq_mm 0.002779 \
    path_max_fanout 2 \
    hold_class "in -> out" \
    synth_top_area_share 0.2233 \
    powerDensity_mw_per_mm2 55.22 \
    drc 0 \
    viasPerCell 5.130 \
    cp_common_cell "fa_2" \
    startpoint_type "primary input" \
    synth_cells 344 \
    area_growth_pct 51.28 \
    clockBufferCount 0 \
    critPathKind "in -> out" \
    crit_slowest_cell "fa_1" \
    cap_viol_max_count 0 \
    finalSetupViolations 20 \
    drv_slew 0 \
]
metal layers:
metal	part of all wire	vias to the layer above	global-route usage
met5	0	-	0
met4	0	0	0
met3	0.064	0	0.03554
met2	0.47	91	0.3834
met1	0.47	1223	0.3803
li1	-	1338	-
kinds of logic after synthesis:
family,share of synthesized area
simple gates,0.1742
compound gates,0.1553
fa+ha+maj,0.2837
xor+xnor,0.2211
buf+inv,0.1580
mux,0.007654
timing repair:
| item | in CTS | in global routing |
|---|---|---|
| buffers inserted | 7 | 1 |
| resized | 51 | 6 |
| endpoints found under the setup margin | 21 | 21 |
| pin swaps | 14 | 11 |
cell type report:
cell class,instances,share of cell area
well taps,80,0.02381
inverters,13,0.01161
multi-input cells,275,0.6470
repair buffers,149,0.3176
power by group through the flow:
| stage | logic, mW | registers [mW] | clock network [mW] |
|---|---|---|---|
| 6_report | 0.232 | 0 | 0 |
| 5_1_grt | 0.255 | 0 | 0 |
| 4_1_cts | 0.232 | 0 | 0 |
synthesized netlist by cell type, types with 7 or more instances:
cell	n
nand2_1	13
buf_4	33
nand2b_1	31
inv_1	13
nor2_1	22
fa_1	31
xor2_1	14
clkbuf_1	9
o22ai_1	24
nor3_1	8
xnor2_1	48
a21oi_1	14
maj3_1	12
o21ai_0	12
buf_6	7
per-stage QoR:
| stage | hold slack [ns] | instances | utilization |
|---|---|---|---|
| after global routing | 6.220 | 517 | 0.6222 |
| after global placement | 6.199 | 513 | 0.6139 |
| final | 6.125 | 517 | 0.6222 |
| after CTS | 6.140 | 517 | 0.6181 |
| after detailed placement | 6.208 | 513 | 0.6139 |
| after floorplan | 5.612 | 344 | - |
path summary, 6_finish.rpt:
check                 startpoint         to  slack, ns
worst min-delay path      in2[0]  result[0]       6.13
worst max-delay path      in1[0]       zero      -8.58
Power and IR drop assume default switching activity.
